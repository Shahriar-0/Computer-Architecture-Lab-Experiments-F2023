===== design.v =====
module DataMemory(clk, rst, ALU_ResIn, Value_RmIn, 
                  MEM_W_ENIn, MEM_R_ENIn, resultOut);
    input clk, rst;
    input [31:0] Value_RmIn, ALU_ResIn;
    input MEM_R_ENIn, MEM_W_ENIn;
    output reg [31:0] resultOut;
    localparam WordCount = 64;
    reg [31:0] dataMem [0:WordCount - 1];
    wire [31:0] dataAdr, adr;
    assign dataAdr =  ALU_ResIn - 32'd1024;
    assign adr = {2'b00, dataAdr[31:2]};
    integer i;
    always @(negedge clk or posedge rst) begin
        if (rst)
            for (i = 0; i < WordCount; i = i + 1) 
                dataMem[i] <= 32'd0;
        else if (MEM_W_ENIn)
            dataMem[adr] <= Value_RmIn;
    end
    always @(MEM_R_ENIn or adr) begin
        if (MEM_R_ENIn)
            resultOut = dataMem[adr];
    end
endmodule

===== run.sh =====
#!/bin/bash
# OpenROAD 26Q1-2900-gdf79404cd8, Yosys 0.63+post, stock flow scripts
make -C /OpenROAD-flow-scripts/flow DESIGN_CONFIG=/design/flow/config.mk WORK_HOME=/design/flow/orfs finish

===== config.mk =====
export PLATFORM = sky130hd
export DESIGN_NAME = DataMemory
export DESIGN_NICKNAME = DataMemory
export VERILOG_FILES = /design/flow/design.v
export SDC_FILE = /design/flow/constraint.sdc
export NUM_CORES = 4
export LEC_CHECK = 1
export CORE_UTILIZATION = 30
export SYNTH_HDL_FRONTEND = slang

===== constraint.sdc =====
current_design DataMemory

set clk_period 1.2
set clk_io_pct 0.2

create_clock -name clk0 -period $clk_period [get_ports {clk}]

set non_clock_inputs [all_inputs -no_clocks]
set_input_delay [expr $clk_period * $clk_io_pct] -clock clk0 $non_clock_inputs
set_output_delay [expr $clk_period * $clk_io_pct] -clock clk0 [all_outputs]

==> results_dict.tcl <==
# flow metrics
set metrics [dict create \
    run_status "complete, but fails checks" \
    violations "negative setup slack" \
    floorplan.core_util_pct 30.1 \
    clk_latency_ps 790 \
    async_set_reset_flop_share_out_of_synthesis_pct 98.5 \
    post-route-worst-setup-slack_ps -2050 \
    cts_hold_buffers 0 \
    required_ps 1210 \
    max_stage_delay_ps 550 \
    switchingPower_uw 35900 \
    rsz_0062_raised_after_global_routing "true" \
    setup_tns_ps -3868180 \
    report.final.slew_viol_count 0 \
    critical-path-top-cell-by-count "sky130_fd_sc_hd__buf_12" \
    floorplan.core_area_um2 318000 \
    power.leakage_uw 0.0565 \
    clk_path_buf_depth 3 \
    power.switching_fraction_pct 24.4 \
    worstSetupEndpointType "flop" \
    place_ws_ps -3470 \
    post_synth_area_from_yosys_stat_um2 95800 \
    synthFlopType "sky130_fd_sc_hd__dfrtn_1" \
    openroad.warnings 32 \
    hold_path_depth 2 \
    max_cap_violations 0 \
    timing.hold.ws_ps 317 \
    drtAntennaViolNets 0 \
    postSynthCellCount 6765 \
    layout.filler_cells 29000 \
    timing.setup.critical_path_class "input port to flop" \
    port-buffer-count 97 \
    hpwl_um 217000 \
    synth.cell_area_um2 95800 \
    floorplan.die_area_um2 322000 \
    cts_tree "yes" \
    whs_endpoint "dataMem[1438]" \
    timing.reg2reg.worst_path_depth 1 \
    worst_hold_launch "Value_RmIn[30]" \
    terminus_of_the_critical_flop_to_flop_path "dataMem[463]" \
    timing_hold_violations_final 0 \
    final-setup-viol-count 2160 \
    critPathMaxFanout 7 \
    timing_worst_slew_pin_value_ps 1130 \
    rows 207 \
    setup.worst_path.start_class "input port" \
    die_h_um 567 \
    place.gp.congestion 0.926 \
    vias 64300 \
    synth-edff-count 0 \
    number_of_synthesized_register_bits 2080 \
    overflow 0 \
    clock_tree.htree_level_count 4 \
    relSlewSlack_pct 24.0 \
    routed_via_density 5.62 \
    power_density_nw_per_um2 1270 \
    netlist-cell-type-count 68 \
    cp_data_arrival_time_ps 3270 \
    cpMaxStageDelayCell "sky130_fd_sc_hd__or4_4" \
    cp_cell_sequence "buf_6 -> or4_4 -> or2_4 -> or4_4 -> a211oi_4 -> buf_12 -> buf_12 -> buf_16 -> buf_12 -> nand4_4 -> clkbuf_16 -> mux2_4" \
    place_area_um2 105000 \
    first_pass_grt_wire_length_um 508000 \
    worst_hold_path_type "input port to flop" \
    unconstrained_endpoints 64 \
    detailedRoute.firstIterationViolations 4947 \
    intPower_uw 111000 \
    first_pass_iters 5 \
    ys.warnings.count 0 \
    avgSynthCellArea_um2 14.2 \
    combinationalPowerShare_pct 6.5 \
    yosys_cell_count 6765 \
    design_area_um2 116000 \
    die_width_um 567 \
    reg2reg_slack_ps 390 \
    register_pins_left_without_a_clock 32 \
    area_delta_synth_final_pct 20.9 \
    wire_length_after_detailed_routing_um 373000 \
    power.ir.vdd_worst_mv 1.63 \
    cts_made_buffers 215 \
    sequentialPowerShare_pct 47.2 \
    antenna_found_initial 28 \
    post_route_cells_drive_above_1_share_pct 48.2 \
    routedWlPerCell_um 32.6 \
    grt_util_all_layers_pct 23.0 \
    critical_path.n_buffers_inverters 6 \
    timing.rr.start "dataMem[463]" \
    clk_transition_reported_paths_ps 40 \
    design.portCount 100 \
    first_global_vias 66100 \
    largest_net_degree_at_the_start_of_global_routing 95 \
    critical_path.top_delay_family "simple AND/OR/NAND/NOR gates" \
    clock_power_share_pct 46.3 \
    worst_clock_skew_ps 0 \
    drt_drc_violations_left 0 \
    clock-root-buffer "sky130_fd_sc_hd__clkbuf_16" \
]
## placed cells by master (no fill, tap or decap), types with 36 or more instances in the layout
cell type,Yosys,routed
sky130_fd_sc_hd__dfrtn_1,2048,2048
sky130_fd_sc_hd__nor2_1,180,176
sky130_fd_sc_hd__clkdlybuf4s50_1,0,48
sky130_fd_sc_hd__mux2i_1,171,171
sky130_fd_sc_hd__clkbuf_1,415,56
sky130_fd_sc_hd__o21ai_0,108,108
sky130_fd_sc_hd__buf_4,6,323
sky130_fd_sc_hd__buf_2,30,36
sky130_fd_sc_hd__mux4_2,105,105
sky130_fd_sc_hd__nand4_4,60,60
sky130_fd_sc_hd__clkinv_2,0,38
sky130_fd_sc_hd__a22o_1,50,50
sky130_fd_sc_hd__clkbuf_8,6,54
sky130_fd_sc_hd__o22ai_1,106,106
sky130_fd_sc_hd__clkbuf_16,0,255
sky130_fd_sc_hd__mux2_2,2038,2009
sky130_fd_sc_hd__buf_12,0,282
sky130_fd_sc_hd__a22oi_1,193,193
sky130_fd_sc_hd__mux2_4,120,149
sky130_fd_sc_hd__a21oi_1,94,93
sky130_fd_sc_hd__nand2_1,125,124
sky130_fd_sc_hd__a221oi_1,300,300
## stage by stage
| stage | util [%] | total power (µW) | std cells |
|---|---|---|---|
| 2_1_floorplan | - | 74400 | 6765 |
| 3_3_place_gp | 33.0 | 79900 | 10900 |
| 3_5_place_dp | 33.0 | 80000 | 10900 |
| 4_1_cts | 35.9 | 148000 | 11300 |
| 5_1_grt | 36.4 | 151000 | 11400 |
| 6_report | 36.5 | 147000 | 11500 |
## power by group through the flow
stage	clock network (µW)	registers [µW]	logic (µW)
finish	68200	69600	9580
CTS	68800	69600	9460
global route	71500	69500	9990
## worst max-delay path by stage
| stage | slack [ps] | endpoint | cells past startpoint | from |
|---|---|---|---|---|
| 5_1_grt | -2050 | dataMem[1329] | 12 | ALU_ResIn[16] |
| 4_1_cts | -1970 | dataMem[555] | 13 | ALU_ResIn[16] |
| 6_report | -2050 | dataMem[1336] | 12 | ALU_ResIn[16] |
## cell usage after synthesis (6+ instances only)
library cell | count | share of area (%)
sky130_fd_sc_hd__a211oi_1 | 8 | 0.063
sky130_fd_sc_hd__a21oi_1 | 94 | 0.49
sky130_fd_sc_hd__a221o_1 | 29 | 0.30
sky130_fd_sc_hd__a221oi_1 | 300 | 2.7
sky130_fd_sc_hd__a222oi_1 | 15 | 0.16
sky130_fd_sc_hd__a22o_1 | 50 | 0.46
sky130_fd_sc_hd__a22oi_1 | 193 | 1.5
sky130_fd_sc_hd__a31oi_1 | 18 | 0.12
sky130_fd_sc_hd__and2_1 | 6 | 0.039
sky130_fd_sc_hd__and3_1 | 20 | 0.13
sky130_fd_sc_hd__buf_1 | 94 | 0.37
sky130_fd_sc_hd__buf_2 | 30 | 0.16
sky130_fd_sc_hd__buf_4 | 6 | 0.047
sky130_fd_sc_hd__buf_6 | 178 | 2.1
sky130_fd_sc_hd__clkbuf_1 | 415 | 1.6
sky130_fd_sc_hd__clkbuf_8 | 6 | 0.086
sky130_fd_sc_hd__dfrtn_1 | 2048 | 53
sky130_fd_sc_hd__dlxtp_1 | 32 | 0.50
sky130_fd_sc_hd__inv_1 | 6 | 0.024
sky130_fd_sc_hd__mux2_1 | 23 | 0.27
sky130_fd_sc_hd__mux2_2 | 2038 | 24
sky130_fd_sc_hd__mux2_4 | 120 | 1.9
sky130_fd_sc_hd__mux2i_1 | 171 | 1.8
sky130_fd_sc_hd__mux4_2 | 105 | 2.5
sky130_fd_sc_hd__nand2_1 | 125 | 0.49
sky130_fd_sc_hd__nand2b_1 | 7 | 0.046
sky130_fd_sc_hd__nand3_1 | 7 | 0.037
sky130_fd_sc_hd__nand4_1 | 14 | 0.091
sky130_fd_sc_hd__nand4_4 | 60 | 1.3
sky130_fd_sc_hd__nor2_1 | 180 | 0.71
sky130_fd_sc_hd__nor2b_1 | 7 | 0.046
sky130_fd_sc_hd__nor3_1 | 8 | 0.042
sky130_fd_sc_hd__nor4_1 | 6 | 0.039
sky130_fd_sc_hd__o2111ai_1 | 7 | 0.064
sky130_fd_sc_hd__o211ai_1 | 7 | 0.055
sky130_fd_sc_hd__o21ai_0 | 108 | 0.56
sky130_fd_sc_hd__o221ai_1 | 13 | 0.12
sky130_fd_sc_hd__o22ai_1 | 106 | 0.69
sky130_fd_sc_hd__o2bb2ai_1 | 13 | 0.12
sky130_fd_sc_hd__or3_1 | 6 | 0.039
sky130_fd_sc_hd__or4_1 | 19 | 0.15
## cells by family (layout without fill, tap and decap cells)
kind of cell / after synthesis / count (layout) / synth area share (%)
latches: 32 / 32 / 0.501
buffers and inverters: 736 / 1221 / 4.40
XOR/XNOR: 4 / 4 / 0.0366
other: 0 / 23 / 0
flip-flops: 2048 / 2048 / 53.5
multiplexers: 2457 / 2457 / 30.4
adder cells (fa/ha/maj): 2 / 2 / 0.0261
AND/OR/NAND/NOR: 494 / 494 / 3.43
AND-OR/OR-AND: 992 / 992 / 7.75
## registers in the layout, summed over array words and instances (netlist names)
| signal | cells |
|---|---|
| dataMem | 2048 |
| resultOut | 32 |
## routing by layer
| metal | track usage (%) | vias to the layer above | routed length [µm] |
|---|---|---|---|
| met4 | 9.64 | 32 | 22900 |
| met5 | 0.178 | - | 608 |
| li1 | - | 26100 | - |
| met3 | 12.1 | 943 | 53700 |
| met2 | 33.3 | 3459 | 160000 |
| met1 | 29.0 | 33800 | 136000 |
## final cells by class
class	count	area (µm²)	area share [%]
diodes	23	57.6	0.0497
clock buffers	328	6410	5.53
clock inverters	68	803	0.693
inverters	7	38.8	0.0335
multi-input cells	3949	40200	34.7
flip-flops and latches	2080	51700	44.7
well taps	4180	5230	4.51
repair buffers	818	11400	9.80
## repair_timing
action,in CTS,in global routing
gates cloned,24,48
pin swaps,23,21
endpoints found under the setup margin,2197,2629
buffers inserted,68,42
endpoints found under the hold margin,0,0
resized,156,83
No activity file was given, so power comes from the tool's default toggle rates.
