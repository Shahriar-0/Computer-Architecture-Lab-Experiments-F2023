**./constraint.sdc**
```tcl
current_design RegisterNegEdge

set clk_period 1.5
set clk_io_pct 0.2

create_clock -name clk0 -period $clk_period [get_ports {clk}]

set non_clock_inputs [all_inputs -no_clocks]
set_input_delay [expr $clk_period * $clk_io_pct] -clock clk0 $non_clock_inputs
set_output_delay [expr $clk_period * $clk_io_pct] -clock clk0 [all_outputs]
```
**./run.sh**
```bash
#!/bin/bash
# OpenROAD 26Q1-2900-gdf79404cd8, Yosys 0.63+post, stock flow scripts
make -C /OpenROAD-flow-scripts/flow DESIGN_CONFIG=/design/flow/config.mk WORK_HOME=/design/flow/orfs finish
```
**./design.v**
```verilog
module RegisterNegEdge(in, clk, en, rst, out);
    parameter N = 32;
    input [N-1:0] in;
    input clk, rst, en;
    output reg [N-1:0] out;
    always @(negedge clk or posedge rst) begin
        if (rst)
            out <= {N{1'b0}};
        else if (en)
            out <= in;    
    end
endmodule
```
**./config.mk**
```make
export PLATFORM = sky130hd
export DESIGN_NAME = RegisterNegEdge
export DESIGN_NICKNAME = RegisterNegEdge
export VERILOG_FILES = /design/flow/design.v
export SDC_FILE = /design/flow/constraint.sdc
export NUM_CORES = 4
export LEC_CHECK = 1
export CORE_AREA = 10 10 109 109
export DIE_AREA = 0 0 119 119
export SYNTH_HDL_FRONTEND = slang
```
==> impl_metrics.yaml <==
# physical design summary
global_route:
  maximum_number_of_pins_on_one_net_before_global_route_repair: 20
  antenna_found_initial: 0
  grtUsageTotal: 0.0529
  global_route_wire_length_before_repair_um: 5930
  grt_overflow: 0
  first_global_vias: 958
synth:
  synth_chip_area_um2: 1350
  syn-cell-area_um2: 1350
  post_synth_num_cell_types: 6
  postSynthRegisterBits: 32
  synthesis.instances: 69
  synth-cells-yosys: 69
  post_synth.cell_area_avg_um2: 19.5
  synth_seq_share: 0.594
  synth.yosys.warnings: 0
power_and_ir_drop:
  total_power_mw: 2.16
  power.density_cell_area_nw_per_um2: 935
  vdd_ir_drop_max_v: 0.000295
  power.static_leakage_nw: 1.15
route:
  drtIter0Drc: 17
  detail_route.antenna_diodes: 0
  length_of_the_first_detailed_routing_pass_in_iterations: 4
  viasPerCell: 3.07
  drcViolationCount: 0
  dr_wl_cell_um: 12.9
  routed-via-count: 908
  detail-route-antenna-nets: 0
  detail_route.wirelength_um: 3810
worst_hold_path:
  hp-class: "register to register"
clock_network:
  cts_buffers: 5
  tritoncts_num_sinks: 32
  htree_num_levels: 2
  cts_max_path_bufs: 2
  insertion_delay_ns: 0.29
  ctsHoldBuffers: 0
  master_cell_of_the_clock_root_buffer: "sky130_fd_sc_hd__clkbuf_8"
  tritoncts_clock_tree: "built"
  clk_pin_slew_worst_paths_ns: 0.05
setup_path:
  path_buffers: 1
  cp-endpoint: "out[28]"
  critical_path.max_stage_delay_ns: 0.41
  crit_family: "flip-flops"
  crit_required_ns: 1.20
  setup_slack_on_the_worst_flop_to_flop_path_ns: 0.51
  timing.critical_path.cells: "buf_2"
  crit_cells: 1
  critPathCaptureType: "primary output"
  arrival_ns: 1.56
  timing.critical_path.fanout_max: 2
  crit_type: "register to primary output"
  critical_path.slowest_cell: "sky130_fd_sc_hd__dfrtn_1"
  critPathLaunchType: "register"
  r2r-start: "out[27]"
  timing.reg2reg.worst_path_depth: 3
  reg2reg_to: "out[27]"
  setup.worst_path.start: "out[28]"
final_timing:
  fin_skew_ns: 0
  report.final.slew_viol_count: 0
  finalSetupViolCount: 32
  hold-worst-slack_ns: 0.451
  worstMarginPinSlew_ns: 0.118
  final.setup.tns_ns: -10.94
  hold_violations: 0
  final.setup.worst_slack_ns: -0.361
  slew_headroom: 0.921
  grt_setup_unrepaired: "yes"
floorplanning:
  boundaryPins: 67
  design.die.area_um2: 14200
  die_x_um: 119
  floorplanUtilization: 0.140
  floorplan.core_area_um2: 9640
  die_height_um: 119
  std_cell_rows: 36
layout:
  final_design_utilization: 0.239
  flow.area_growth_from_synthesis_pct: 71.1
  layout_top_registers: "out (32)"
  sequential_cell_area_um2: 801
  logic_area_um2: 480
  drive_above_1_share: 0.601
  largest_reg_flops: 32
  final.fill_count: 1053
  most-common-layout-cells: "32 x sky130_fd_sc_hd__mux2_4, 32 x sky130_fd_sc_hd__dlygate4sd2_1, 32 x sky130_fd_sc_hd__dfrtn_1, 32 x sky130_fd_sc_hd__buf_2, 17 x sky130_fd_sc_hd__buf_4"
  max_flop_register: "out"
  final-instance-count-excl-fill: 296
placement:
  numPortBuffers: 66
  post-dp-hpwl_um: 2560
  globalplace.congestion: 0.669
  dp_cells: 271
job:
  max_cap_viol_count: 0
  warning_count: 28
outcome:
  run_status: "complete, but fails checks"
  failed_checks: "setup timing"
[synthesized netlist by cell type]
library cell | n | area share
sky130_fd_sc_hd__inv_1 | 1 | 0.0028
sky130_fd_sc_hd__buf_12 | 3 | 0.045
sky130_fd_sc_hd__dfrtn_1 | 32 | 0.59
sky130_fd_sc_hd__mux2_4 | 30 | 0.33
sky130_fd_sc_hd__mux2_2 | 2 | 0.017
sky130_fd_sc_hd__buf_6 | 1 | 0.0083
[report_power, final]
part	switching, mW	leakage (nW)	internal (mW)	total (mW)
logic	0.119	0.729	0.327	0.445
clock network	0.346	0.0510	0.367	0.713
registers	0.0399	0.374	0.960	1.00
[stage by stage]
step,setup slack (ns),cell area (um^2)
2_1_floorplan,-0.249,1360
3_3_place_gp,-0.434,2210
3_5_place_dp,-0.436,2210
4_1_cts,-0.374,2230
5_1_grt,-0.409,2310
6_report,-0.361,2310
[worst min path at each step]
stage,from,slack (ns),cells past startpoint,endpoint
CTS,out[29],0.45,1,out[29]
finish,out[10],0.45,1,out[10]
global route,out[26],0.46,1,out[26]
[kinds of logic after synthesis]
group,Yosys count,share of synthesized area
buffers and inverters,5,0.0557
multiplexers,32,0.351
flip-flops,32,0.594
[worst reg2reg max path: cells and delay by family (launching register included)]
family	cells	cell delay (ns)
flip-flops	1	0.35
multiplexers	1	0.25
buffers and inverters	2	0.25
[layer usage]
layer | vias to the layer above | wire length, um | global-route usage
met5 | - | 0 | 0
met4 | 0 | 51 | 0.00611
met3 | 6 | 316 | 0.0230
met2 | 35 | 1770 | 0.0826
met1 | 441 | 1670 | 0.0689
li1 | 426 | - | -
[cell type report]
type,instances,share of cell area
sequential,32,0.347
timing repair buffer,90,0.330
multi-input combinational,32,0.208
tap,133,0.0721
clock buffer,6,0.0358
clock inverter,2,0.00434
inverter,1,0.00325
[timing repair]
action / CTS / global route
buffers inserted: 4 / 10
gates cloned: 3 / 0
gates resized: 137 / 0
endpoints found under the setup margin: 64 / 32
No activity file was given, so power comes from the tool's default toggle rates.
